[./constraint.sdc]
current_design alu01

set clk_period 19.8
set clk_io_pct 0.2

create_clock -name clk0 -period $clk_period

set non_clock_inputs [all_inputs -no_clocks]
set_input_delay [expr $clk_period * $clk_io_pct] -clock clk0 $non_clock_inputs
set_output_delay [expr $clk_period * $clk_io_pct] -clock clk0 [all_outputs]
[./run.sh]
#!/bin/bash
# OpenROAD 26Q1-2900-gdf79404cd8, Yosys 0.63+post, stock flow scripts
make -C /OpenROAD-flow-scripts/flow DESIGN_CONFIG=/design/flow/config.mk WORK_HOME=/design/flow/orfs finish
[./config.mk]
export PLATFORM = sky130hd
export DESIGN_NAME = alu01
export DESIGN_NICKNAME = alu01
export VERILOG_FILES = /design/flow/design.v
export SDC_FILE = /design/flow/constraint.sdc
export NUM_CORES = 4
export LEC_CHECK = 1
export CORE_UTILIZATION = 50
[./design.v]
module alu01(
    output reg [31:0] r,
    input [31:0] x,
    input [31:0] y,
    input [2:0] op,
    output reg zero
);
always @(op or x or y)
begin
    case(op)
        3'b000: r <= x & y;
        3'b001: r <= x | y;
        3'b010: r <= x + y;
        3'b011: r <= 32'h0; 
        3'b100: r <= 32'h0;
        3'b101: r <= 32'h0;
        3'b110: r <= x - y;
        3'b111: r <= x - y;
        default: r <= 32'hxxxxxxxx;
    endcase
end
always @(r)
begin
    if (r == 32'h00000000)
        zero <= 1'b1;
    else if (r == 32'hxxxxxxxx)
        zero <= 1'bx;
    else
        zero <= 1'b0;
end
endmodule
==> results.py <==
# Physical implementation metrics
metrics = {
    "worst_setup_path": {
        "crit_start": "y[2]",
        "path_class": "input port to output pin",
        "critPathMaxStageDelay_ns": 0.64,
        "path_max_fanout": 7,
        "crit_path_top_delay_cell": "nor4_2",
        "critPathArrivalTime_ns": 10.19,
        "worstPathCellList": "clkdlybuf4s50_1 -> nor4_1 -> nand2b_1 -> or3_1 -> nor4_2 -> and3_1 -> nor2_1 -> xnor2_1 -> ha_1 -> a21o_1 -> a21o_1 -> a2111oi_0 -> o22ai_1 -> o21ai_0 -> nand3_1 -> nor4_1 -> or4bb_1 -> nor4_2 -> clkdlybuf4s50_1",
        "start_kind": "input port",
        "worst_setup_path_end_kind": "output pin",
        "crit_required_ns": 15.84,
    },
    "layout": {
        "fillers": 535,
        "nClkBuffers": 0,
        "flop_area_um2": 0,
        "flops": 0,
        "syn_to_final_growth_pct": 28.1,
        "drive_gt1_frac": 0.0505,
    },
    "synth": {
        "topCellsByArea": "ha_1, maj3_1, xnor2_1",
        "most_common_cell": "nand2_1",
        "yosysWarnings": 1,
        "ys_top_cells_by_count": "nand2_1, a21oi_1, o21ai_0, nor2_1, ha_1",
        "synth_seq_share": 0,
        "ys_types": 82,
        "syn_avg_cell_area_um2": 6.91,
        "netlist_area_um2": 3430,
        "yosys_area_um2": 3430,
        "ys_cells": 496,
        "synth_top_area_share": 0.124,
        "syn_inst": 496,
        "yosysTopAreaCell": "ha_1",
    },
    "route": {
        "antenna_left": 0,
        "via_per_inst": 6.34,
        "num_vias": 4129,
        "drt_pre_antenna_iters": 23,
        "drc_errors": 0,
        "wirelength_mm": 11.5,
        "wl_per_cell_um": 17.7,
        "drt-initial-drc-count": 287,
        "antenna_cells": 0,
    },
    "grt": {
        "grt_max_degree": 36,
        "grt_pass1_vias": 3759,
        "track_usage": 0.321,
        "overflow": 0,
        "antenna_found_initial": 0,
        "grt_first_pass_wirelength_mm": 18.6,
    },
    "sta": {
        "fmax_ghz": 0.0707,
        "tightestPinTransition_ns": 0.875,
        "whs_ns": 8.97,
        "slew_headroom": 0.417,
        "rsz0062_at_grt": "no",
        "hold_viol_final": 0,
        "fin_tns_setup_ns": 0,
        "finalSetupViolations": 0,
        "layout_min_cycle_time_ns": 14.15,
        "slew_viol_final": 0,
        "period_used_share": 0.715,
    },
    "status": {
        "status": "finished clean",
    },
    "flow_run": {
        "maxCapViolCount": 0,
        "warnings": 35,
    },
    "clock_tree": {
        "cts.repair.resized": 0,
        "ctsHoldBuffers": 0,
        "postCtsSetupRepairBufs": 0,
    },
    "place": {
        "gp_congestion": 0.979,
        "io_buffers": 100,
        "hpwl_mm": 9.17,
    },
    "worst_hold_path": {
        "hp-class": "input port to output pin",
        "worstHoldStart": "y[1]",
    },
    "die": {
        "coreArea_um2": 6490,
        "ioPinCount": 100,
        "fp_util": 0.528,
        "num_rows": 29,
        "die_h_um": 84.8,
        "fp.dieArea_um2": 7190,
        "die_w_um": 84.8,
    },
    "power": {
        "leakagePower_nw": 1.66,
        "powerDensity_nw_per_um2": 39.2,
        "ir_drop_uv": 24.9,
    },
}
## worst max-delay path, delay by kind of cell
kind,cells,cell delay (ns)
buffers and inverters,2,1.02
adder cells (fa/ha/maj),1,0.40
XOR/XNOR,1,0.16
AND-OR/OR-AND,5,1.20
AND/OR/NAND/NOR,10,3.44
## path summary, 6_finish.rpt
path  cells after the start  slack (ns)    to
max                      19        5.65  zero
min                       4        8.97  r[1]
## placed cells by master (no fill, tap or decap), types with 5 or more instances in the layout
master and count:
nor3_1 13, a31oi_1 5, nand3_1 16, o21ai_0 38
clkdlybuf4s50_1 100, o31ai_1 9, nor2_1 35, o21a_1 8
ha_1 34, and3_1 6, inv_1 16, a21o_1 8
a21oi_1 39, a211oi_1 6, nand2_1 53, or3_1 5
nand4_1 5, maj3_1 28, nand2b_1 5, xnor2_1 29
nor4_1 7, xor2_1 21
## per-stage QoR
step	worst slack, ns	cell area [um^2]	instances	total power [mW]	utilization
6_report	5.65	4390	651	0.172	0.676
5_1_grt	5.17	4390	651	0.188	0.676
4_1_cts	5.83	4390	651	0.170	0.676
3_5_place_dp	5.84	4390	651	0.169	0.676
3_3_place_gp	5.92	4390	651	0.170	0.676
2_1_floorplan	7.83	3430	496	0.106	-
## per-layer routing
layer	vias to the layer above	wire length, um	GRT usage
met5	-	0	0
met2	213	5020	0.510
met4	0	118	0.0354
met1	1880	5380	0.490
met3	12	988	0.0259
li1	2024	-	-
## logic make-up after synthesis
group	synth area share
AOI/OAI and AO/OA	0.330
adders and majority gates	0.212
buffers and inverters	0.0635
xor gates and xnor gates	0.128
muxes	0.00292
and+or+nand+nor	0.265
## where the power goes
group          leakage [nW]  internal (mW)  switching, mW  total [mW]
registers                 0              0              0           0
clock network             0              0              0           0
logic                  1.66         0.0838         0.0884       0.172
## cell type report
type	instances	area, um^2	share of cell area
Inverter	16	60.1	0.0137
Timing Repair Buffer	103	1020	0.233
Multi-Input combinational cell	455	3210	0.731
Tap cell	77	96.3	0.0219
Power and IR drop assume default switching activity.
