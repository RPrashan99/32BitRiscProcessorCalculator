==> flow/run.sh <==
#!/bin/bash
# OpenROAD 26Q1-2900-gdf79404cd8, Yosys 0.63+post, stock flow scripts
make -C /OpenROAD-flow-scripts/flow DESIGN_CONFIG=/design/flow/config.mk WORK_HOME=/design/flow/orfs finish
==> flow/config.mk <==
export PLATFORM = sky130hd
export DESIGN_NAME = instr_memory_unit
export DESIGN_NICKNAME = instr_memory_unit
export VERILOG_FILES = /design/flow/design.v
export SDC_FILE = /design/flow/constraint.sdc
export NUM_CORES = 4
export LEC_CHECK = 1
export CORE_AREA = 10 10 70 70
export DIE_AREA = 0 0 80 80
export SYNTH_MEMORY_MAX_BITS = 65536
==> flow/constraint.sdc <==
current_design instr_memory_unit

set clk_period 1.0
set clk_io_pct 0.2

create_clock -name clk0 -period $clk_period

set non_clock_inputs [all_inputs -no_clocks]
set_input_delay [expr $clk_period * $clk_io_pct] -clock clk0 $non_clock_inputs
set_output_delay [expr $clk_period * $clk_io_pct] -clock clk0 [all_outputs]
==> flow/design.v <==
module instr_memory_unit(
    output reg [31:0] Instruction,
    input [31:0] Address
    );
reg [31:0] instr_memory[0:255];
reg [7:0] addr;
initial
begin
 instr_memory[0] <= 32'b00000000000000000000100000100000;
 instr_memory[1] <= 32'b10101100011010000000000000000111;
 instr_memory[2] <= 32'b10001100011001000000000000000111;
 instr_memory[3] <= 32'b00000000100001000001100000100000;
 instr_memory[4] <= 32'b00010000001000010000000000001001;
 instr_memory[5] <= 32'h00000000;
 instr_memory[9] <= 32'hfedcba98;
 instr_memory[10] <= 32'b00001000000000000000000000000100;
 instr_memory[16] <= 32'h45671234;
 instr_memory[41] <= 32'b00001000000000000000000000000001;
end
always @(Address)
begin 
 addr <= Address[7:0];
end
always @(addr)
begin
 Instruction <= instr_memory[addr];
end
endmodule
==> impl_metrics.ini <==
; physical design summary
[critical_path]
worstSetupPathType = input port to output pin
end_kind = output pin
start_kind = input port
cp_data_arrival_time_ps = 1300
cp_max_fo = 3
crit_required_ps = 800

[logic_synthesis]
syn_avg_cell_area_sq_um = 6.74
largest_area_cell = buf_4
synth.yosys.num_cells = 54
top_cells_by_count = buf_4 (14), a21oi_1 (10), or3b_1 (5)
ys_seq_frac = 0
top_cell_area_share = 0.289
top_cells_by_area = buf_4 (29%), a21oi_1 (14%), or3b_1 (12%), ha_1 (6.9%), a31oi_1 (5.2%)
postSynthCellCount = 54
synth_area_sq_um = 364
synth_warnings = 1
ys_types = 19
yosys_area_sq_um = 364
most_common_cell = buf_4

[clock_network]
ctsHoldBuffers = 0

[final_timing]
min_period_ps = 1500
fmax_mhz = 669
setup_viol = 26
finalMaxSlewViolations = 0
period_used_share = 1.50
layout_setup_ws_ps = -495
hold_viol_final = 0
grt_setup_unrepaired = yes
final.setup.tns_ps = -10650

[final_layout]
ff_latch_area_sq_um = 0
stdcell_area_sq_um = 923
syn2layout_area_growth_pct = 154
comb_area_sq_um = 399
layout-drive-gt1-share = 0.878
nClkBuffers = 0
n_sequential_cell = 0
post-route-util = 0.270
n_fill_cell = 376

[detailed_routing]
drt_pass1_iterations = 4
vias = 516
drt_iter0_markers = 7
num_antenna_cells = 0
via_per_inst = 3.58
ant_nets = 0
drc = 0
drt-total-wl_um = 1770
wl_per_cell_um = 12.3

[floorplanning]
fp.coreArea_sq_mm = 0.00342
core_util_floorplan = 0.107
chipArea_sq_mm = 0.00640
num_rows = 21
dieWidth_um = 80
dieHeight_um = 80
num_io_pins = 64

[place]
portBuffers = 34
dpl_cell_area_sq_um = 722
place_congestion = 0.733
dp_slack_ps = -1370
dp_hpwl_um = 1300

[global_routing]
antenna_found_initial = 0
grt_first_pass_wirelength_um = 2600
top_usage_layer = met2
grt_use_met3 = 0.0114
use_met2 = 0.0803
grt-ovfl-total = 0
grt_max_degree = 9
use_met1 = 0.0686
grt_pass1_vias = 507
grt.total_usage = 0.0494

[run_status]
status = finished, violations left
violations = negative setup slack

[pwr]
leakage_nw = 0.429
peakVddDrop_mv = 0.264
finalPower_uw = 345
power.density_mw_per_mm2 = 373

[hold_path]
hold_depth = 4
hold_class = input port to output pin

[run]
drv_cap = 0
warning_count = 62
stage by stage:
| stage | hold WS, ps | cells |
|---|---|---|
| 3_5_place_dp | 1410 | 126 |
| 4_1_cts | 730 | 141 |
| 3_3_place_gp | 1410 | 126 |
| 2_1_floorplan | 434 | 57 |
| 5_1_grt | 788 | 144 |
| 6_report | 754 | 144 |
final cells by class:
type / instances / area share
inverter: 3 / 0.0203
timing repair buffer: 59 / 0.485
multi-input combinational: 36 / 0.432
tap: 46 / 0.0623
cell families after synthesis:
family	after synthesis	synth area share
other cells	1	0.0103
fa+ha+maj	2	0.0687
mux	1	0.0309
compound gates	17	0.268
simple gates	12	0.237
buf+inv	21	0.385
placed cells by master (no fill, tap or decap), drive strengths merged:
master / instances
ha: 2
or2b: 1
or3b: 5
o21ai: 1
clkbuf: 3
o31ai: 1
a31oi: 3
or3: 1
mux2: 1
clkdlybuf4s15: 1
buf: 53
o22ai: 1
dlygate4sd2: 2
conb: 4
or2: 2
nor2: 3
inv: 3
o21ba: 1
a21oi: 10
final timing paths:
path | start | to | slack, ps
worst max-delay path | Address[1] | Instruction[26] | -500
worst min-delay path | Address[5] | Instruction[0] | 750
critical path, stage by stage:
cell and delay [ps]:
buf_8 100, inv_4 40, ha_4 200, or3_4 340, buf_6 130, a31oi_4 160, buf_2 120
metal layers:
layer / wire [um] / share of wire / vias to the layer above
met5: 0 / 0 / -
met4: 0 / 0 / 0
met3: 148 / 0.084 / 0
met2: 778 / 0.44 / 27
met1: 845 / 0.48 / 231
li1: - / - / 258
what timing repair did:
| item | 4_1_cts | 5_1_grt |
|---|---|---|
| setup buffers | 15 | 3 |
| pin swaps | 18 | 8 |
| setup endpoints to repair | 28 | 26 |
| endpoints found under the hold margin | 0 | 0 |
| gates resized | 140 | 17 |
| cloned | 0 | 0 |
power breakdown:
part / internal (mW) / leakage [nW] / switching [mW] / total [mW]
clock: 0 / 0 / 0 / 0
combinational: 0.203 / 0.429 / 0.142 / 0.345
sequential: 0 / 0 / 0 / 0
Power is estimated from default activity; no workload was simulated.
