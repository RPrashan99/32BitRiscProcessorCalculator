**./run.sh**
```bash
#!/bin/bash
# OpenROAD 26Q1-2900-gdf79404cd8, Yosys 0.63+post, stock flow scripts
make -C /OpenROAD-flow-scripts/flow DESIGN_CONFIG=/design/flow/config.mk WORK_HOME=/design/flow/orfs finish
```
**./config.mk**
```make
export PLATFORM = sky130hd
export DESIGN_NAME = alu
export DESIGN_NICKNAME = alu
export VERILOG_FILES = /design/flow/design.v
export SDC_FILE = /design/flow/constraint.sdc
export NUM_CORES = 4
export LEC_CHECK = 1
export CORE_UTILIZATION = 40
```
**./constraint.sdc**
```tcl
current_design alu

set clk_period 19.8
set clk_io_pct 0.2

create_clock -name clk0 -period $clk_period

set non_clock_inputs [all_inputs -no_clocks]
set_input_delay [expr $clk_period * $clk_io_pct] -clock clk0 $non_clock_inputs
set_output_delay [expr $clk_period * $clk_io_pct] -clock clk0 [all_outputs]
```
**./design.v**
```verilog
module alu(
    output reg [31:0] r,
    input [31:0] x,
    input [31:0] y,
    input [2:0] op,
    input clock,
    output reg zero
);
always @(op)
begin
    case(op)
        3'b000: r <= x & y;
        3'b001: r <= x | y;
        3'b010: r <= x + y;
        3'b011: r <= 32'h0; 
        3'b100: r <= 32'h0;
        3'b101: r <= 32'h0;
        3'b110: r <= x - y;
        3'b111: r <= x - y;
        default: r <= 32'hxxxxxxxx;
    endcase
end
always @( r)
begin
    if (r == 32'h00000000)
        zero <= 1'b1;
    else if (r == 32'hxxxxxxxx)
        zero <= 1'bx;
    else
        zero <= 1'b0;
end
endmodule
```
==> Changelog: implementation <==
## Implementation

* # DRC at 0
* GRT overflow at 0
* Diodes inserted at 0
* Min Tclk post-route at 14160 ps
* Most numerous cell in the Yosys netlist: nand2_1
* Fmax at 70.6 MHz
* Clkbuf count at 0
* Pwr dens at 38.6 nW/um^2
* Yosys warnings at 1
* Status: completed
* Drt first pass iters at 5
* Largest net degree at the start of global routing at 36
* Period Utilization, post-route at 71.5%
* Syn_area_per_cell at 6.91 um^2
* Tightest Pin Transition at 826 ps
* Crit. End Element: primary output
* Yosys Chip Area at 3430 um^2
* Finished Layout Cells at 680
* Total of max-cap violations at 0
* I/O pins at 101
* Die Span Y at 94.6 um
* Setup TNS at 0 ps
* RSZ-0062 raised after global routing: no
* Cell count in the Yosys report at 496
* Register area share after synthesis at 0%
* Die Span X at 94.6 um
* Final Instance Area at 4430 um^2
* HPWL after detailed placement at 9740 um
* Cell Type Count at 82
* Cell Area, Placed at 4430 um^2
* Hold Fails Final Rpt at 0
* Post_cts resized at 0
* Tool warning count at 35
* Detailed Route WL at 11900 um
* Pins over their slew limit at 0
* FILL cells at 836
* Setup violators final at 0
* Max VDD drop at 0.0160 mV
* Via/cell ratio at 5.89
* # hold bufs at CTS at 0
* CP startpoint kind: primary input
* Post-CTS setup buffers at 0
* Detail Route Antenna Nets at 0
* Placeable Area at 8260 um^2
* CP Data Required Time at 15840 ps
* Chip area at 8950 um^2
* Critical Path AT at 10200 ps
* Slew headroom at 44.4%
* Most frequent cells after synthesis: 53 x nand2_1, 39 x a21oi_1, 38 x o21ai_0
* Pleak at 1.67 nW
* DR WL/cell at 17.5 um
* Post-placement cell count at 680
* Layout cell share with drive strength beyond 1 at 5.22%
* Initial Util at 41.5%
* Overall routing resource usage at 27.1%
* Initial drt markers at 214
* Max-area cell share at 12.4%
* Register area at 0 um^2
* Synthesized area at 3430 um^2
* Synth area leader: ha_1
* Cell area leaders: ha_1 12%, maj3_1 8.2%, xnor2_1 7.4%
* Port Buf Inserts at 100
* Flop count at 0
* Global-route wire length before repair at 18800 um
* Vias in the first global route at 3628
* Routed vias at 4007
* Routability cong. at 0.966
* Initial antenna violation count at 0
* Row cnt at 33
* Hold/Removal Path Class: in2out
* Worst-path fanout max at 7
* Crit path kind: in2out
* Area Growth Syn to Fin at 29.3%
* Cells after synthesis at 496
## worst max-delay path, stage by stage
cell,delay [ps]
clkdlybuf4s50_1,520
nor4_1,370
nand2b_1,130
or3_1,390
nor2_1,110
nand2_1,140
nor2_1,290
nand2_1,180
nor3_1,680
a21oi_1,180
xnor2_1,160
ha_1,380
a21o_1,210
a2111oi_0,470
o22ai_1,170
o21ai_0,180
nand3_1,140
nor4_1,280
or4bb_1,540
nor4_2,220
clkdlybuf4s50_1,490
## power by group
part           switching [mW]  leakage, nW  internal (mW)  total, mW
sequential                  0            0              0          0
combinational          0.0871         1.67         0.0838      0.171
clock                       0            0              0          0
total                  0.0871         1.67         0.0838      0.171
## cells in the final DEF (no fill, tap or decap), drive strengths merged, types with 7 or more instances in the layout
cell / instances
xnor2: 29
xor2: 21
nor4: 10
maj3: 28
nor2: 36
a21oi: 43
nand3: 16
a21o: 9
ha: 34
inv: 16
o21ai: 42
o21a: 8
and3: 7
nor3: 13
clkdlybuf4s50: 100
nand2: 55
o31ai: 9
## final cells by class
class	instances	area, um^2	share of cell area (%)
Multi-Input combinational cell	455	3210	72.4
Tap cell	105	131	2.96
Timing Repair Buffer	104	1030	23.3
Inverter	16	60.1	1.35
## cells by family (layout without fill, tap and decap cells)
group | after synthesis | after routing | synth area share (%)
AND/OR/NAND/NOR | 176 | 176 | 26.5
AND-OR/OR-AND | 165 | 165 | 33.0
adder cells (fa/ha/maj) | 63 | 63 | 21.2
XOR/XNOR | 50 | 50 | 12.8
buffers and inverters | 41 | 120 | 6.35
multiplexers | 1 | 1 | 0.292
## routing by layer
| metal | global-route usage, % | share of wire (%) | wire [um] |
|---|---|---|---|
| met1 | 43.2 | 50 | 5990 |
| met2 | 41.2 | 43 | 5070 |
| met3 | 1.31 | 6.3 | 753 |
| met4 | 3.41 | 0.86 | 103 |
| met5 | 0 | 0 | 0 |
## metrics by stage
stage	total power [mW]	hold slack (ps)	util (%)	worst slack, ps
after floorplan	0.106	8040	-	7830
after global placement	0.170	8960	53.7	5750
after detailed placement	0.169	8960	53.7	5760
after CTS	0.171	8970	53.7	5730
after global routing	0.188	9060	53.7	5140
final	0.171	8980	53.7	5640
## worst paths after layout
| kind | end | depth (start not counted) | from | slack, ps |
|---|---|---|---|---|
| max | zero | 21 | y[2] | 5640 |
| min | r[1] | 4 | y[1] | 8980 |
Power is estimated from default activity; no workload was simulated.
